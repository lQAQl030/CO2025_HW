[design/flow/constraint.sdc]
current_design ALU

set clk_period 12.7
set clk_io_pct 0.2

create_clock -name clk0 -period $clk_period

set non_clock_inputs [all_inputs -no_clocks]
set_input_delay [expr $clk_period * $clk_io_pct] -clock clk0 $non_clock_inputs
set_output_delay [expr $clk_period * $clk_io_pct] -clock clk0 [all_outputs]
[design/flow/design.v]
module ALU (
    input [3:0] ALUctl,
    input signed [31:0] A,B,
    output reg signed [31:0] ALUOut,
    output zero
);
    always @(*) begin
        case(ALUctl)
            4'b0000: ALUOut = A & B;         
            4'b0001: ALUOut = A | B;         
            4'b0010: ALUOut = A + B;         
            4'b0011: ALUOut = A ^ B;         
            4'b0100: ALUOut = A >> B;        
            4'b0101: ALUOut = A >>> B;       
            4'b0110: ALUOut = A - B;         
            4'b0111: ALUOut = (A < B) ? 1 : 0;  
            4'b1000: ALUOut = A << B;        
            default: ALUOut = 0;             
        endcase
    end
    assign zero = (ALUOut == 0);
endmodule
[design/flow/run.sh]
#!/bin/bash
# OpenROAD 26Q1-2900-gdf79404cd8, Yosys 0.63+post, stock flow scripts
make -C /OpenROAD-flow-scripts/flow DESIGN_CONFIG=/design/flow/config.mk WORK_HOME=/design/flow/orfs finish
[design/flow/config.mk]
export PLATFORM = sky130hd
export DESIGN_NAME = ALU
export DESIGN_NICKNAME = ALU
export VERILOG_FILES = /design/flow/design.v
export SDC_FILE = /design/flow/constraint.sdc
export NUM_CORES = 4
export LEC_CHECK = 1
export CORE_UTILIZATION = 30
==> results_slide.txt <==
Implementation Results

Placed design
  – RePlAce Congestion: ~1.1
  – Cell Area, Placed: approximately 12000 µm²
  – DP Worst Slack: 1.69 ns
  – Number of port buffers: 101
  – Hpwl dp: 51400 µm

Final timing
  – Final TNS setup: 0 ns
  – Final number of setup-violating endpoints: 0
  – Final worst path period share: 87.1%
  – Tmin final: 11.06 ns
  – Final max-slew violation count: 0
  – Worst-margin pin slew: 1.17 ns
  – Hold Fails Final Rpt: 0
  – Worst slew margin: about a fifth
  – Max Freq: about 90 MHz
  – RSZ-0062 raised after global routing: false
  – Worst setup margin: 1.64 ns

Logic synthesis
  – Syn Area/Cell: 6.87 µm²
  – Mapped Cells: ~1600
  – Synth top cells by count: 147 x nand2_1, 142 x a21oi_1, 141 x nor2_1
  – Synth warn: 1
  – Synth Seq Share: 0%
  – Mapped Area: 10900 µm²
  – Synth top area cells: ha_1 12%, mux4_2 11%, a21oi_1 6.5%
  – Most frequent cell after synthesis: nand2_1
  – Synth cell types: 85
  – Ys cells: 1580
  – Yosys stat area: around 11000 µm²
  – Share of the synthesized area in the top cell type: a little under an eighth
  – Cell type with the largest total area: ha_1

Detailed routing
  – Final WL: roughly 65000 µm
  – Detailed-route DRC error count: 0
  – Ant. Diodes: 0
  – Detail-routed net length per standard cell: 31.4 µm
  – 1st-pass router iterations: 7
  – Routed vias: 13700
  – Initial DRC Count: ~1700
  – Via/cell ratio: 6.64
  – Number of nets still failing antenna checks after routing: 0

Finish
  – CLK BUF: 0
  – Final instance area: 12300 µm²
  – Final Util: 34.6%
  – Area Overhead vs Synth: 13.3%
  – Filler instances: a little under 4000
  – Layout cell share with drive strength beyond 1: 10.9%
  – Flop count: 0
  – Storage element area: 0 µm²

Die
  – Row count: 69
  – Initial Util: 30.5%
  – Total die size: about 37000 µm²
  – Die Width: 192 µm
  – I/O pin count: about 100
  – Core area: 35600 µm²
  – Die height: 192 µm

Run
  – Tool Warnings: 101
  – Max-cap viol count: 0

Global routing
  – Vias in the first global route: 12700
  – Largest net degree at the start of global routing: 57
  – First-pass GRT wire length: 92900 µm
  – Antenna violations before repair: 1
  – Final global-route overflow total: 0
  – GR Util All Layers: 35.9%

Outcome
  – Status: completed

Pwr
  – Power Dens Cells: between 40 and 50 nW/µm²
  – Static Leak: 4.85 nW
  – P_sw: 0.344 mW
  – Worst vdd ir: 0.0224 mV
  – Power Internal: 0.201 mW
  – Comb pwr share: 100.0%
  – Switching Share: 63.1%
  – Clock share of power: 0%
  – Part of the power in registers: 0%

Worst hold path
  – HP Start: ALUctl[3]
  – Worst Hold Class: in2out
  – Hold endpoint: ALUOut[17]
  – Worst hold path depth: 5

CTS
  – Setup Fix Bufs, Post-CTS: 0
  – Post_cts resized: 0
  – Hold_buf cts: 0

Critical path
  – Endpoint type of the worst setup path: primary output
  – Worst Setup Start Kind: input port
  – Critical path type: in2out
  – CP Max Fanout: 12
  – Crit path DRT: 10.16 ns
  – Critical Path AT: around 8.5 ns
-- worst max path at each step --
stage / start / to / slack (ns) / cells past startpoint
after CTS: B[4] / zero / 1.66 / 17
after global routing: B[4] / zero / 1.47 / 17
final: A[15] / zero / 1.64 / 16
-- power by group through the flow --
stage     clock [mW]  combinational (mW)  sequential, mW
4_1_cts            0               0.530               0
5_1_grt            0               0.576               0
6_report           0               0.545               0
-- per-stage QoR --
stage / power, mW / instances / hold WS, ns
4_1_cts: 0.530 / 2066 / 6.50
2_1_floorplan: 0.315 / 1580 / 5.28
6_report: 0.545 / 2066 / 6.50
3_5_place_dp: 0.527 / 2066 / 6.50
5_1_grt: 0.576 / 2066 / 6.54
3_3_place_gp: 0.531 / 2066 / 6.50
-- worst max-delay path, stage by stage --
cell and delay (ns):
clkdlybuf4s50_1 0.97, inv_1 0.31, ha_1 0.57, nand4_1 0.20
nor2_1 0.36, o2111ai_1 0.39, a31oi_1 0.61, a21o_1 0.22
a21oi_1 0.13, mux2i_1 0.19, nor4_1 0.28, o211ai_1 0.26
nor4_1 0.56, nand4b_1 0.23, nor4_2 0.19, clkdlybuf4s50_1 0.49
-- cell type report --
type,instances,area [µm²],area share (%)
inverters,113,424,3.45
multi-input cells,1332,9860,80.2
well taps,461,577,4.69
repair buffers,160,1430,11.7
-- metal layers --
metal | track usage (%) | vias up | routed length (µm)
li1 | - | 6023 | -
met1 | 52.7 | 6674 | 28100
met2 | 52.3 | 908 | 27600
met3 | 8.50 | 116 | 6770
met4 | 10.8 | 0 | 2480
met5 | 0 | - | 0
-- logic make-up after synthesis --
group                    count (synthesis)  synth area share [%]
AND/OR/NAND/NOR                        539                  24.0
buffers and inverters                  248                  9.41
adder cells (fa/ha/maj)                103                  12.0
multiplexers                           148                  21.1
XOR/XNOR                                12                 0.969
AND-OR/OR-AND                          530                  32.5
-- cells in the final DEF (no fill, tap or decap), types with 18 or more instances in the layout --
cell type | synthesis | layout
inv_1 | 108 | 107
a21oi_1 | 142 | 142
o22ai_1 | 18 | 18
or3_1 | 18 | 18
nand3_1 | 48 | 48
nor4_1 | 22 | 20
nor3_1 | 44 | 43
nand2b_1 | 21 | 21
o31ai_1 | 24 | 24
o21ai_0 | 104 | 104
mux4_2 | 53 | 53
nand4_1 | 18 | 18
buf_4 | 4 | 61
mux2i_1 | 57 | 57
o211ai_1 | 19 | 19
clkdlybuf4s50_1 | 0 | 96
nand2_1 | 147 | 147
a211oi_1 | 41 | 41
nor2_1 | 141 | 139
mux2_2 | 29 | 29
ha_1 | 101 | 101
Power figures rest on the tool's default switching activity, not on a simulated workload.
